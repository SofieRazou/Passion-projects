## ./config.mk

```make
export PLATFORM = sky130hd
export DESIGN_NAME = cordic_cos
export DESIGN_NICKNAME = cordic_cos
export VERILOG_FILES = /design/flow/design.v
export SDC_FILE = /design/flow/constraint.sdc
export NUM_CORES = 4
export LEC_CHECK = 1
export CORE_UTILIZATION = 40
```

## ./constraint.sdc

```tcl
current_design cordic_cos

set clk_period 23.1
set clk_io_pct 0.2

create_clock -name clk0 -period $clk_period [get_ports {clk}]

set non_clock_inputs [all_inputs -no_clocks]
set_input_delay [expr $clk_period * $clk_io_pct] -clock clk0 $non_clock_inputs
set_output_delay [expr $clk_period * $clk_io_pct] -clock clk0 [all_outputs]
```

## ./design.v

```verilog
`timescale 1ns/1ps
module lut_arctan(
    input  wire [4:0] idx,        
    output reg  [31:0] atan_val
);
    always @(*) begin
        case(idx)
            5'd0:  atan_val = 32'h3243F6A9;  
            5'd1:  atan_val = 32'h1DAC6705;  
            5'd2:  atan_val = 32'h0FADBAFC;  
            5'd3:  atan_val = 32'h07F56EA6;
            5'd4:  atan_val = 32'h03FEAB76;
            5'd5:  atan_val = 32'h01FFD55B;
            5'd6:  atan_val = 32'h00FFFABA;
            5'd7:  atan_val = 32'h007FFFD5;
            5'd8:  atan_val = 32'h003FFFFF;
            5'd9:  atan_val = 32'h001FFFFF;
            5'd10: atan_val = 32'h000FFFFF;
            5'd11: atan_val = 32'h0007FFFF;
            5'd12: atan_val = 32'h0003FFFF;
            5'd13: atan_val = 32'h0001FFFF;
            5'd14: atan_val = 32'h0000FFFF;
            5'd15: atan_val = 32'h00007FFF;
            default: atan_val = 32'h0;
        endcase
    end
endmodule
module cordic_cos #(
    parameter WIDTH = 32,
    parameter ITER  = 16        
)(
    input  wire                 clk,
    input  wire                 rst,
    input  wire [WIDTH-1:0]     angle_in,   
    output reg  [WIDTH-1:0]     cos_out,    
    output reg  [WIDTH-1:0]     sin_out     
);
    localparam [WIDTH-1:0] K = 32'h4DBA76D0;
    reg [WIDTH-1:0] x, y, z;
    reg [4:0] i;
    reg busy;
    wire [WIDTH-1:0] atan_val;
    lut_arctan arctan_lookup(.idx(i[4:0]), .atan_val(atan_val));
    always @(posedge clk or posedge rst) begin
        if (rst) begin
            x       <= 0;
            y       <= 0;
            z       <= 0;
            i       <= 0;
            busy    <= 0;
            cos_out <= 0;
            sin_out <= 0;
        end else begin
            if (!busy) begin
                x    <= K;
                y    <= 0;
                z    <= angle_in;
                i    <= 0;
                busy <= 1;
            end else if (i < ITER) begin
                if (z[WIDTH-1] == 0) begin  
                    x <= x - (y >>> i);
                    y <= y + (x >>> i);
                    z <= z - atan_val;
                end else begin
                    x <= x + (y >>> i);
                    y <= y - (x >>> i);
                    z <= z + atan_val;
                end
                i <= i + 1;
            end else begin
                cos_out <= x;
                sin_out <= y;
                busy <= 0;
            end
        end
    end
endmodule
```

## ./run.sh

```bash
#!/bin/bash
# OpenROAD 26Q1-2900-gdf79404cd8, Yosys 0.63+post, stock flow scripts
make -C /OpenROAD-flow-scripts/flow DESIGN_CONFIG=/design/flow/config.mk WORK_HOME=/design/flow/orfs finish
```

==> metrics.sh <==
CLKLATENCYLATEPIN_NS=0.49
DPL-INSTANCE-AREA_UM2=18800
RESULT_OF_THE_RUN='complete, no violations'
CRITPATHKIND='flip-flop to flip-flop'
INITCOREUTIL=0.405
TNS_NS=0
POSTSYNTH.ASYNCRESETSHARE=1.00
SYNTHFLOPTYPE='sky130_fd_sc_hd__dfrtp_1'
MET2ROUTEDLENGTH_UM=26800
DRC_ERRORS=0
MAX-SLEW-MARGIN-REL=0.383
FIN_CRIT_SH=0.316
DPL.CELL_COUNT=2687
SYNTH.YOSYS.WARNINGS=2
DIE_OUTLINE_AREA_UM2=44400
CTS_TREE='yes'
SYNTH.TOP_CELLS.BY_AREA='sky130_fd_sc_hd__dfrtp_1, sky130_fd_sc_hd__mux4_2, sky130_fd_sc_hd__ha_1, sky130_fd_sc_hd__nand2_1, sky130_fd_sc_hd__a21oi_1'
YOSYS_CELLS=2098
ROUTED-VIA-COUNT=16000
DIE_WIDTH_UM=211
DETAILROUTE.WIRELENGTH.MET3_UM=4000
POST-CTS-SETUP-BUFFER-COUNT=0
SYNTH.CELL_AREA_UM2=17400
DETAILED_PLACE_HPWL_UM=43500
STAGE_LOG_WARNINGS=43
CTS_HOLD_BUF=0
DRV.MAX_CAP_VIOLATION_COUNT=0
GP_CONGESTION=1.04
SETUP-VIOLATIONS-FINAL=0
TRITONCTS.NUM_BUFFERS=17
CHIP_AREA_FROM_THE_YOSYS_SYNTHESIS_STATISTICS_UM2=17400
TRANSITION_TIME_AT_THE_PIN_WITH_THE_LEAST_SLEW_MARGIN_NS=0.917
TOP_LAYER='met4'
GLOBAL_ROUTE_WIRE_LENGTH_BEFORE_REPAIR_UM=91700
ACHIEVABLE-FREQUENCY_MHz=137
GR-TOTAL-OVERFLOW=0
FILLER_CELL_COUNT=4195
WORST_SETUP_HOLD_PATH_CLK_SLEW_NS=0.07
GRT_ANTENNA_BEFORE_REPAIR=0
CLOCK_SKEWS_NS=0.0251
WORSTPATHARRIVAL_NS=7.71
LARGEST_AREA_CONTRIBUTOR_IN_THE_SYNTHESIZED_NETLIST='sky130_fd_sc_hd__dfrtp_1'
SYNTH_CELL_TYPES=88
LEAKAGE_nW=8.34
FINAL_ANTENNA_NET_COUNT=0
TOP_AREA_FRAC=0.239
ENABLE_FLOP_CELLS=0
FINAL-INSTANCE-COUNT-EXCL-FILL=2719
FINALHOLDVIOLCOUNT=0
DR.FIRST_ITER.DRC_COUNT=1200
WORST_PATH_MAXIMUM_FANOUT=54
MAXIMUM_VDD_DROP_uV=64.4
DRIVE_ABOVE_1_SHARE=0.0937
CLOCK_TREE.ROOT_CELL='sky130_fd_sc_hd__clkbuf_16'
CLOCK_PATH_BUFFERS=2
GRT_USE_TOTAL=0.278
FINAL_AREA_UM2=19400
ENDPOINT_KIND='flip-flop'
VIAS_PER_CELL=5.89
POWER.DENSITY_nW_PER_UM2=154
SYNTH_FLOP_COUNT=166
TOP_LEVEL_PORTS=98
PERIOD_NEEDED_NS=7.31
CORE_AREA_UM2=43000
DIODES=0
FP.DIEH_UM=211
MAXSLEWVIOLCOUNT=0
LAYOUT-AREA-OVERHEAD-VS-SYNTH_PCT=11.4
FINAL_CORE_UTILIZATION=0.451
HTREEDEPTH=4
FIRSTDRTPASSITERS=5
CTS-RESIZED-GATES=0
PLACEMENT_ROWS=76
HOLD_PATH.CLASS='flip-flop to flip-flop'
GRT_START_MAX_NET_PINS=70
CRITPATHLAUNCHTYPE='flip-flop'
REQUIRED_NS=23.50
VIA_COUNT_OF_THE_FIRST_GLOBAL_ROUTING_PASS=15100
ROUTEDWLPERCELL_UM=21.7
SEQ_SHARE_SYNTH=0.239
SYNTH_AREA_PER_CELL_UM2=8.30
M1WIRELENGTH_UM=26400
CLOCK_SINKS=166
TIMING.HOLD.WS_NS=0.471
IO_BUFFERS=97
SYNTH_CELLS=2098
UNREPAIRED_SETUP_ENDPOINTS_AFTER_GLOBAL_ROUTING='false'
DRT_WL_TOTAL_UM=58900
layout make-up:
cell class	instances	area (µm²)	share of cell area
inverters	31	121	0.00626
clock buffers	20	457	0.0236
flip-flops and latches	166	4180	0.215
repair buffers	132	1230	0.0636
multi-input cells	1773	12500	0.647
well taps	585	732	0.0377
clock inverters	12	126	0.00652
state kept, by name, summed over array words and instances (netlist names):
name / cells
z: 32
y: 32
cos_out: 32
busy: 1
x: 32
i: 5
sin_out: 32
synthesized netlist by cell type, types with 31 or more instances:
cell type,count
sky130_fd_sc_hd__dfrtp_1,166
sky130_fd_sc_hd__a21o_1,51
sky130_fd_sc_hd__and2_1,42
sky130_fd_sc_hd__o21ai_0,121
sky130_fd_sc_hd__nor3_1,31
sky130_fd_sc_hd__xnor2_1,82
sky130_fd_sc_hd__mux2i_1,65
sky130_fd_sc_hd__ha_1,116
sky130_fd_sc_hd__clkbuf_1,67
sky130_fd_sc_hd__a31oi_1,32
sky130_fd_sc_hd__xor2_1,70
sky130_fd_sc_hd__mux4_2,66
sky130_fd_sc_hd__nor2_1,167
sky130_fd_sc_hd__nand2_1,354
sky130_fd_sc_hd__a21oi_1,169
worst paths after layout:
path | start | endpoint | slack (ns) | depth (start not counted)
setup / recovery | i[1]$_DFFE_PP0N_ | y[29]$_DFFE_PP0N_ | 15.79 | 21
hold reg to reg | cos_out[5]$_DFFE_PP0P_ | cos_out[5]$_DFFE_PP0P_ | 0.47 | 2
max in group asynchronous | rst | x[30]$_DFFE_PP0N_ | 17.28 | 3
min in group asynchronous | rst | sin_out[10]$_DFFE_PP0P_ | 4.60 | 2
hold / removal | cos_out[5]$_DFFE_PP0P_ | cos_out[5]$_DFFE_PP0P_ | 0.47 | 2
setup reg to reg | i[1]$_DFFE_PP0N_ | y[29]$_DFFE_PP0N_ | 15.79 | 21
critical path: stages, from the launching register on:
cell	delay (ns)
sky130_fd_sc_hd__dfrtp_4	0.95
sky130_fd_sc_hd__buf_4	0.69
sky130_fd_sc_hd__mux4_2	0.68
sky130_fd_sc_hd__nand2_1	0.24
sky130_fd_sc_hd__o21ai_0	0.11
sky130_fd_sc_hd__nor3_1	0.60
sky130_fd_sc_hd__and4b_4	0.40
sky130_fd_sc_hd__nand3_1	0.16
sky130_fd_sc_hd__or2_2	0.36
sky130_fd_sc_hd__nor2b_1	0.21
sky130_fd_sc_hd__a21oi_1	0.12
sky130_fd_sc_hd__xnor2_1	0.16
sky130_fd_sc_hd__ha_1	0.36
sky130_fd_sc_hd__a21o_1	0.20
sky130_fd_sc_hd__a21o_1	0.18
sky130_fd_sc_hd__a2111oi_0	0.40
sky130_fd_sc_hd__nor3_1	0.13
sky130_fd_sc_hd__a221o_1	0.42
sky130_fd_sc_hd__a211oi_1	0.34
sky130_fd_sc_hd__o21ai_0	0.17
sky130_fd_sc_hd__xnor2_1	0.14
sky130_fd_sc_hd__o21ai_0	0.16
routing by layer:
metal	track usage	vias to the layer above
met4	0.0632	0
met2	0.428	517
li1	-	7709
met5	0.00111	-
met1	0.411	7701
met3	0.0591	96
where the power goes:
group | total [mW] | switching (mW) | internal (mW)
Clock | 0.289 | 0.125 | 0.164
Combinational | 2.00 | 1.01 | 0.989
Sequential | 0.685 | 0.230 | 0.455
Total | 2.98 | 1.37 | 1.61
logic make-up (layout without fill, tap and decap cells):
kind of cell / Yosys count / after routing / share of synthesized area
compound gates: 587 / 587 / 0.216
xor+xnor: 152 / 152 / 0.0764
fa+ha+maj: 119 / 119 / 0.0868
buf+inv: 159 / 195 / 0.0411
flops: 166 / 166 / 0.239
mux: 163 / 163 / 0.144
simple gates: 752 / 752 / 0.197
cell usage in the layout (no fill, tap or decap), types with 7 or more instances in the layout:
cell	n
sky130_fd_sc_hd__nand2_1	354
sky130_fd_sc_hd__a21oi_1	169
sky130_fd_sc_hd__nor2_1	167
sky130_fd_sc_hd__dfrtp_1	159
sky130_fd_sc_hd__o21ai_0	121
sky130_fd_sc_hd__ha_1	116
sky130_fd_sc_hd__clkdlybuf4s50_1	97
sky130_fd_sc_hd__xnor2_1	82
sky130_fd_sc_hd__xor2_1	70
sky130_fd_sc_hd__mux4_2	66
sky130_fd_sc_hd__mux2i_1	65
sky130_fd_sc_hd__a21o_1	51
sky130_fd_sc_hd__and2_1	41
sky130_fd_sc_hd__buf_4	35
sky130_fd_sc_hd__a31oi_1	32
sky130_fd_sc_hd__nor3_1	31
sky130_fd_sc_hd__nor2b_1	28
sky130_fd_sc_hd__mux2_2	27
sky130_fd_sc_hd__inv_1	26
sky130_fd_sc_hd__a211oi_1	22
sky130_fd_sc_hd__nand2b_1	22
sky130_fd_sc_hd__nand3_1	21
sky130_fd_sc_hd__o22ai_1	21
sky130_fd_sc_hd__o211ai_1	20
sky130_fd_sc_hd__o21a_1	19
sky130_fd_sc_hd__a22oi_1	17
sky130_fd_sc_hd__clkbuf_16	17
sky130_fd_sc_hd__and3_1	15
sky130_fd_sc_hd__or2_2	14
sky130_fd_sc_hd__o31ai_1	11
sky130_fd_sc_hd__nand4_1	10
sky130_fd_sc_hd__o21bai_1	9
sky130_fd_sc_hd__nor3b_1	9
sky130_fd_sc_hd__a22o_1	9
sky130_fd_sc_hd__a221oi_1	7
sky130_fd_sc_hd__or3_1	7
metrics by stage:
step           worst slack (ns)  total power [mW]
2_1_floorplan             13.99              2.10
5_1_grt                   15.23              3.26
4_1_cts                   15.81              2.98
6_report                  15.79              2.98
3_3_place_gp              15.91              2.66
3_5_place_dp              15.83              2.67
Power figures rest on the tool's default switching activity, not on a simulated workload.
