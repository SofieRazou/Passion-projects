$ cat flow/run.sh
#!/bin/bash
# OpenROAD 26Q1-2900-gdf79404cd8, Yosys 0.63+post, stock flow scripts
make -C /OpenROAD-flow-scripts/flow DESIGN_CONFIG=/design/flow/config.mk WORK_HOME=/design/flow/orfs finish
$ cat flow/config.mk
export PLATFORM = sky130hd
export DESIGN_NAME = DataMem
export DESIGN_NICKNAME = DataMem
export VERILOG_FILES = /design/flow/design.v
export SDC_FILE = /design/flow/constraint.sdc
export NUM_CORES = 4
export LEC_CHECK = 1
export CORE_UTILIZATION = 30
$ cat flow/constraint.sdc
current_design DataMem

set clk_period 3.0
set clk_io_pct 0.2

create_clock -name clk0 -period $clk_period [get_ports {clk}]

set non_clock_inputs [all_inputs -no_clocks]
set_input_delay [expr $clk_period * $clk_io_pct] -clock clk0 $non_clock_inputs
set_output_delay [expr $clk_period * $clk_io_pct] -clock clk0 [all_outputs]
$ cat flow/design.v
module counter(
    input clk,
    input rst,
    input  [31:0] PC_in,
    output reg [31:0] PC_out
);
always @(posedge clk or posedge rst) begin
    if (rst)
        PC_out <= 32'b0;
    else
        PC_out <= PC_in;
end
endmodule
module adder4(
    input  [31:0] fromPC,
    output [31:0] toPC
);
assign toPC = fromPC + 32'd4;
endmodule
module instructionMem(
    input clk,
    input rst,
    input  [31:0] read_address,
    output reg [31:0] inst_write
);
    reg [31:0] IMem [0:63];
    integer k;
    wire [5:0] idx;
    assign idx = read_address[7:2];  
    always @(posedge clk or posedge rst) begin
        if (rst) begin
            for (k = 0; k < 64; k = k + 1) begin
                IMem[k] <= 32'b0;
            end
            inst_write <= 32'b0;
        end
        else begin
            inst_write <= IMem[idx];
        end
    end
endmodule
module RegFile(
    input clk,
    input rst,
    input regWrite,
    input [4:0] rs1,
    input [4:0] rs2,
    input [4:0] rd,
    input [31:0] write_data,
    output [31:0] read_data1,
    output [31:0] read_data2
);
    reg [31:0] Regs [0:31];
    integer k;
    always @(posedge clk or posedge rst) begin
        if (rst) begin
            for (k = 0; k < 32; k = k + 1) begin
                Regs[k] <= 32'b0;
            end
        end
        else if (regWrite) begin
            if (rd != 5'd0)  
                Regs[rd] <= write_data;
        end
    end
    assign read_data1 = Regs[rs1];
    assign read_data2 = Regs[rs2];
endmodule
module ImmGen(
    input  [6:0] opcode,
    input  [31:0] instruction,
    output reg [31:0] immExt
);
    always @(*) begin
        case (opcode)
            7'b0010011,  
            7'b0000011:  
                immExt = {{20{instruction[31]}}, instruction[31:20]};
            7'b0100011:  
                immExt = {{20{instruction[31]}}, instruction[31:25], instruction[11:7]};
            7'b1100011:  
                immExt = {{19{instruction[31]}}, instruction[31], instruction[7], instruction[30:25], instruction[11:8], 1'b0};
            default:
                immExt = 32'b0;
        endcase
    end
endmodule
module control(
    input  [6:0] opcode,
    output reg Branch,
    output reg MemRead,
    output reg MemtoReg,
    output reg MemWrite,
    output reg ALUsrc,
    output reg RegWrite,
    output reg [1:0] ALUop
);
    always @(*) begin
        {Branch, MemRead, MemtoReg, MemWrite, ALUsrc, RegWrite, ALUop} = {1'b0,1'b0,1'b0,1'b0,1'b0,1'b0,2'b00};
        case (opcode)
            7'b0110011: begin  
                ALUsrc  = 1'b0;
                MemtoReg= 1'b0;
                RegWrite= 1'b1;
                MemRead = 1'b0;
                MemWrite= 1'b0;
                Branch  = 1'b0;
                ALUop   = 2'b10;
            end
            7'b0000011: begin  
                ALUsrc  = 1'b1;
                MemtoReg= 1'b1;
                RegWrite= 1'b1;
                MemRead = 1'b1;
                MemWrite= 1'b0;
                Branch  = 1'b0;
                ALUop   = 2'b00;
            end
            7'b0100011: begin  
                ALUsrc  = 1'b1;
                MemtoReg= 1'b0;
                RegWrite= 1'b0;
                MemRead = 1'b0;
                MemWrite= 1'b1;
                Branch  = 1'b0;
                ALUop   = 2'b00;
            end
            7'b1100011: begin  
                ALUsrc  = 1'b0;
                MemtoReg= 1'b0;
                RegWrite= 1'b0;
                MemRead = 1'b0;
                MemWrite= 1'b0;
                Branch  = 1'b1;
                ALUop   = 2'b01;
            end
            default: begin
            end
        endcase
    end
endmodule
module ALU(
    input  [31:0] A,
    input  [31:0] B,
    input  [3:0] Control_in,
    output reg [31:0] res,
    output reg zero
);
    always @(*) begin
        case (Control_in)
            4'b0000: res = A & B;  
            4'b0001: res = A | B;  
            4'b0010: res = A + B;  
            4'b0110: res = A - B;  
            4'b0111: res = (A < B) ? 32'd1 : 32'd0;  
            default: res = 32'd0;
        endcase
        zero = (res == 32'd0) ? 1'b1 : 1'b0;
    end
endmodule
module ALU_control(
    input  [1:0] ALUop,
    input        fun7,   
    input  [2:0] fun3,
    output reg [3:0] Control_out
);
    always @(*) begin
        Control_out = 4'b0010;  
        case ({ALUop, fun7, fun3})
            6'b00_0_000: Control_out <= 4'b0010;  
            6'b01_0_000: Control_out <= 4'b0110;  
            6'b10_0_000: Control_out <= 4'b0010;  
            6'b10_1_000: Control_out <= 4'b0110;  
            6'b10_0_111: Control_out <= 4'b0000;  
            6'b10_0_110: Control_out <= 4'b0001;  
            default: Control_out <= 4'b0010;
        endcase
    end
endmodule
module DataMem(
    input clk,
    input rst,
    input MemWrite,
    input MemRead,
    input [31:0] read_address,
    input [31:0] Write_data,
    output reg [31:0] MemData_out
);
    reg [31:0] Dmem [0:63];
    integer k;
    wire [5:0] idx;
    assign idx = read_address[7:2];
    always @(posedge clk or posedge rst) begin
        if (rst) begin
            for (k = 0; k < 64; k = k + 1) begin
                Dmem[k] <= 32'b0;
            end
            MemData_out <= 32'b0;
        end
        else begin
            if (MemWrite) begin
                Dmem[idx] <= Write_data;
            end
            if (MemRead) begin
                MemData_out <= Dmem[idx];
            end
            else begin
                MemData_out <= 32'b0;
            end
        end
    end
endmodule
module MUX2_32(
    input sel,
    input [31:0] A,
    input [31:0] B,
    output [31:0] Y
);
    assign Y = (sel == 1'b0) ? A : B;
endmodule
module andLogic(
    input branch,
    input zero,
    output and_out
);
    assign and_out = branch & zero;
endmodule
module Adder32(
    input [31:0] in1,
    input [31:0] in2,
    output [31:0] add_out
);
    assign add_out = in1 + in2;
endmodule
==> impl_metrics.py <==
# Generated from Yosys and OpenROAD reports
metrics = {
    "timing": {
        "worstMarginPinSlew_ns": 1.40,
        "fin_ws_ns": -0.0814,
        "tns_ns": -0.197,
        "hold_violations": 0,
        "finalCritPeriodShare": 1.03,
        "maxSlewHeadroom": 0.0404,
        "fmax_ghz": 0.325,
        "setup_violations": 3,
        "fin_crit_ns": 3.08,
        "clock-skew-final_ns": 0.0676,
        "grt_setup_unrepaired": "no",
        "drv_slew": 0,
    },
    "floorplan": {
        "die_w_um": 549,
        "ioPinCount": 100,
        "num_rows": 200,
        "chipArea_mm2": 0.302,
        "fp_util": 0.302,
        "dieHeight_um": 549,
        "fp.coreArea_mm2": 0.298,
    },
    "power": {
        "cellPowerDensity_mw_per_mm2": 599,
        "leakage_nw": 52.3,
        "finalPower_mw": 66.8,
        "vdd_drop_max_mv": 0.644,
    },
    "run": {
        "cap_violations": 0,
        "tool_warnings": 53,
    },
    "placement": {
        "dp_hpwl_mm": 265,
        "gp_congestion": 0.977,
        "port_buffers": 73,
        "placed_cells": 10800,
    },
    "worst_setup_path": {
        "r2r_cells": 6,
        "worstSetupPathType": "in -> reg",
        "reg2reg_to": "MemData_out[27]",
        "r2r_slack_ns": 0.44,
        "cp-start-kind": "input port",
        "reg2reg_from": "Dmem[44][27]",
        "worstPathArrival_ns": 3.77,
        "required_ns": 3.69,
        "cp-end-kind": "flop",
        "path_max_fanout": 12,
    },
    "routing": {
        "via_per_inst": 5.73,
        "vias": 64200,
        "firstDrtPassIters": 7,
        "drc": 0,
        "wire_per_inst_um": 35.6,
        "wl_mm": 398,
        "antenna_left": 0,
        "drtIter0Drc": 5011,
    },
    "global_routing": {
        "track_usage": 0.274,
        "grtUsageMet1": 0.329,
        "antenna_found_initial": 25,
        "use_met2": 0.383,
        "grt_pass1_wl_mm": 547,
        "globalRouteOverflowTotal": 0,
        "grt_most_used_layer": "met2",
        "grt_max_degree": 97,
        "first_global_vias": 65600,
        "met3_usage": 0.170,
    },
    "min_path": {
        "min-delay-start": "Write_data[7]",
        "hold_path.class": "in -> reg",
        "worstHoldPathCells": 2,
        "holdPathEnd": "Dmem[34][7]",
    },
    "yosys": {
        "synthesis.area_mm2": 0.0899,
        "yosysUniqueCellTypes": 53,
        "synthCells": 6510,
        "synth_async_sr_flop_share": 1.00,
        "synth-edff-count": 0,
        "avgSynthCellArea_um2": 13.8,
        "area_leaders": "dfrtp_1, mux2_2, a22oi_1",
        "yosys_cells": 6510,
        "yosysTopAreaCellShare": 0.579,
        "synth_top_cell_by_area": "dfrtp_1",
        "ys_ff": 2080,
        "ys_warn_count": 2,
        "ys_seq_share": 0.579,
        "yosys_area_mm2": 0.0899,
        "ys.flop_type": "dfrtp_1",
    },
    "cts": {
        "htreeDepth": 4,
        "cts_buffers": 210,
        "cts_root_buffer": "clkbuf_16",
        "max-clock-path-buffers": 3,
        "path_clk_slew_ns": 0.06,
        "cts_tree": "done",
        "cts.sinks": 2080,
        "clk_latency_ns": 0.90,
    },
    "run_status": {
        "outcome": "finished, violations left",
        "violations": "negative setup slack",
    },
    "finish": {
        "lay_top_cells": "dfrtp_1, mux2_2, a22oi_1",
        "fin_cells": 11200,
        "syn2layout_area_growth_pct": 24.1,
        "layout-drive-gt1-share": 0.483,
        "lay_top_count": "dfrtp_1",
    },
}
-- critical path, cell delays in order --
cell	delay, ns
clkdlybuf4s50_1	0.45
buf_12	0.17
buf_4	0.16
buf_4	0.16
nor4b_4	0.15
and2_2	0.29
buf_12	0.19
a22o_1	0.25
nor4_1	0.38
nor4b_1	0.73
a31oi_1	0.20
-- sequential cells by signal, summed over array words and instances, names as in the netlist --
| signal | cells |
|---|---|
| MemData_out | 32 |
| Dmem | 2048 |
-- Yosys cell counts (3+ instances only) --
| library cell | number |
|---|---|
| nor2_1 | 52 |
| a31oi_1 | 28 |
| and4_1 | 10 |
| o2bb2ai_1 | 9 |
| nor3_1 | 9 |
| a2bb2oi_1 | 13 |
| mux2i_1 | 15 |
| nor4_1 | 74 |
| a222oi_1 | 16 |
| o211ai_1 | 4 |
| buf_1 | 59 |
| buf_2 | 282 |
| mux2_2 | 2047 |
| and4bb_2 | 5 |
| and3_1 | 83 |
| a21oi_1 | 27 |
| buf_4 | 16 |
| nand4b_2 | 4 |
| dfrtp_1 | 2080 |
| buf_6 | 11 |
| o21ai_0 | 34 |
| a221o_1 | 3 |
| a22oi_1 | 783 |
| nand4_1 | 123 |
| nand3_1 | 83 |
| nor2_2 | 5 |
| nand2_1 | 141 |
| and2_1 | 30 |
| a2111oi_0 | 28 |
| clkbuf_1 | 297 |
| and2_0 | 9 |
| a221oi_1 | 11 |
| and4b_1 | 3 |
| a22o_1 | 91 |
-- worst max path at each step --
stage | cells after the start | slack [ns] | start | to
CTS | 8 | 0.07 | read_address[4] | MemData_out[24]
global route | 11 | 0.02 | read_address[2] | MemData_out[19]
finish | 11 | -0.08 | read_address[2] | MemData_out[19]
-- report_power, final --
group / total (mW) / switching [mW] / internal [mW]
registers: 33.6 / 1.87 / 31.7
logic: 6.37 / 2.94 / 3.43
clock network: 26.8 / 11.6 / 15.3
total: 66.8 / 16.4 / 50.4
-- layout make-up --
type                       count  area (µm²)
timing repair buffer        1016       11900
antenna                       17        42.5
multi-input combinational   3763       35500
inverter                       2        11.3
fill                       27200      186000
clock inverter                60         816
tap                         3939        4930
sequential                  2080       52000
clock buffer                 321        6220
-- metal layers --
metal | wire [µm] | up-vias
met5 | 505 | -
met2 | 169000 | 3697
met1 | 143000 | 33700
li1 | - | 25600
met4 | 26500 | 28
met3 | 60100 | 1166
-- repair_timing --
| action | CTS | global route |
|---|---|---|
| setup buffers | 0 | 0 |
| endpoints found under the hold margin | 1 | 0 |
| hold buffers | 1 | 0 |
| gates resized | 1 | 2 |
| endpoints found under the setup margin | 1 | 2 |
-- logic make-up (layout without fill, tap and decap cells) --
| kind of cell | count (synthesis) | in the layout | synth area share |
|---|---|---|---|
| AND-OR/OR-AND | 1050 | 1050 | 0.0884 |
| AND/OR/NAND/NOR | 651 | 651 | 0.0412 |
| multiplexers | 2062 | 2062 | 0.258 |
| flip-flops | 2080 | 2080 | 0.579 |
| other | 0 | 17 | 0 |
| buffers and inverters | 667 | 1399 | 0.0334 |
-- stage by stage --
stage | area, µm² | hold slack, ns | util | setup WS, ns
CTS | 111000 | 0.00747 | 0.375 | 0.0728
finish | 112000 | 0.0405 | 0.375 | -0.0814
global placement | 104000 | 0.478 | 0.351 | -0.867
floorplan | 89900 | 0.471 | - | -26.48
global route | 111000 | 0.0450 | 0.375 | 0.0160
detailed placement | 104000 | 0.484 | 0.351 | -0.928
No activity file was given, so power comes from the tool's default toggle rates.
